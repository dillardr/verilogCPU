==> design/flow/design.v <==
module instreg(
    input reset, clk,
    input [16-1:0] inst_in,
    output reg[16-1:0] inst_out
    );
    always @(posedge clk or posedge reset)
        begin
            if (reset)
                inst_out = 0;
            else
                inst_out = inst_in;
        end
endmodule
==> design/flow/run.sh <==
#!/bin/bash
# OpenROAD 26Q1-2900-gdf79404cd8, Yosys 0.63+post, stock flow scripts
make -C /OpenROAD-flow-scripts/flow DESIGN_CONFIG=/design/flow/config.mk WORK_HOME=/design/flow/orfs finish
==> design/flow/config.mk <==
export PLATFORM = sky130hd
export DESIGN_NAME = instreg
export DESIGN_NICKNAME = instreg
export VERILOG_FILES = /design/flow/design.v
export SDC_FILE = /design/flow/constraint.sdc
export NUM_CORES = 4
export LEC_CHECK = 1
export CORE_AREA = 10 10 70 70
export DIE_AREA = 0 0 80 80
==> design/flow/constraint.sdc <==
current_design instreg

set clk_period 1.0
set clk_io_pct 0.2

create_clock -name clk0 -period $clk_period [get_ports {clk}]

set non_clock_inputs [all_inputs -no_clocks]
set_input_delay [expr $clk_period * $clk_io_pct] -clock clk0 $non_clock_inputs
set_output_delay [expr $clk_period * $clk_io_pct] -clock clk0 [all_outputs]
==> node_exporter_impl.prom <==
# HELP chip_impl_metric Metrics from one implementation run
# TYPE chip_impl_metric gauge
chip_impl_info{name="outcome",value="completed"} 1
chip_impl_metric{name="yosysTopAreaCellShare",unit=""} 0.991
chip_impl_info{name="most_common_library_cell_in_the_layout_ignoring_fill_and_taps",value="sky130_fd_sc_hd__clkdlybuf4s50_1"} 1
chip_impl_metric{name="p_leak",unit="uW"} 0.000352
chip_impl_metric{name="vias",unit=""} 262
chip_impl_metric{name="worstPathArrival",unit="ps"} 760
chip_impl_metric{name="cts-root-to-sink-buffers",unit=""} 2
chip_impl_info{name="mostFrequentLayoutCells",value="sky130_fd_sc_hd__clkdlybuf4s50_1, sky130_fd_sc_hd__dfrtp_1, sky130_fd_sc_hd__buf_2, sky130_fd_sc_hd__clkbuf_4"} 1
chip_impl_metric{name="cap_viol_max_count",unit=""} 0
chip_impl_info{name="critical-path-slowest-cell",value="sky130_fd_sc_hd__dfrtp_1"} 1
chip_impl_metric{name="cp.required",unit="ps"} 800
chip_impl_metric{name="io_buffer_count",unit=""} 33
chip_impl_metric{name="drt_first_pass_iters",unit=""} 2
chip_impl_metric{name="setup_viol",unit=""} 0
chip_impl_metric{name="synthToLayoutAreaGrowth",unit="%"} 90.1
chip_impl_metric{name="internal_power",unit="uW"} 986
chip_impl_metric{name="synth_area",unit="um2"} 404
chip_impl_metric{name="routed_wl",unit="um"} 1230
chip_impl_info{name="area_leaders",value="sky130_fd_sc_hd__dfrtp_1, sky130_fd_sc_hd__inv_1"} 1
chip_impl_metric{name="grt.overflow.total",unit=""} 0
chip_impl_metric{name="maxSlewViolCount",unit=""} 0
chip_impl_metric{name="cpPeakStageDelay",unit="ps"} 370
chip_impl_metric{name="cts-htree-levels",unit=""} 1
chip_impl_metric{name="tool_warnings",unit=""} 26
chip_impl_metric{name="fin_crit",unit="ps"} 958
chip_impl_info{name="hold_path.class",value="input port to asynchronous set/reset pin"} 1
chip_impl_metric{name="p_comb_frac",unit=""} 0.096
chip_impl_info{name="worst-setup-path-type",value="register to output port"} 1
chip_impl_metric{name="fp-utilization",unit=""} 0.118
chip_impl_metric{name="number_of_flip_flops_under_the_largest_register_name",unit=""} 16
chip_impl_info{name="crit_end",value="inst_out[9]"} 1
chip_impl_metric{name="die_w",unit="um"} 80
chip_impl_metric{name="drt-initial-drc-count",unit=""} 6
chip_impl_metric{name="power_frac_seq",unit=""} 0.573
chip_impl_metric{name="numCtsBuffers",unit=""} 3
chip_impl_metric{name="synth_stat.cells",unit=""} 17
chip_impl_metric{name="maximum_number_of_pins_on_one_net_before_global_route_repair",unit=""} 17
chip_impl_metric{name="power.density",unit="mW/mm2"} 1560
chip_impl_metric{name="cts_setup_buffers",unit=""} 0
chip_impl_metric{name="clk_transition_reported_paths",unit="ps"} 80
chip_impl_metric{name="dp.cells",unit=""} 97
chip_impl_metric{name="yosysWarnings",unit=""} 1
chip_impl_metric{name="power.switching_fraction",unit=""} 0.176
chip_impl_metric{name="logic_gate_count",unit=""} 0
chip_impl_metric{name="route.antenna.remaining_nets",unit=""} 0
chip_impl_metric{name="first_global_vias",unit=""} 320
chip_impl_info{name="startpoint",value="inst_out[9]"} 1
chip_impl_metric{name="grt_first_pass_wirelength",unit="um"} 1750
chip_impl_metric{name="syn_area_per_cell",unit="um2"} 23.8
chip_impl_metric{name="grt.total_usage",unit=""} 0.0378
chip_impl_metric{name="nFillCells",unit=""} 383
chip_impl_metric{name="antenna_found_initial",unit=""} 0
chip_impl_metric{name="yosys_register_bits",unit=""} 16
chip_impl_metric{name="slew_headroom",unit=""} 0.942
chip_impl_metric{name="die_area",unit="mm2"} 0.00640
chip_impl_metric{name="die_outline_height",unit="um"} 80
chip_impl_metric{name="final_tally_of_hold_violations",unit=""} 0
chip_impl_metric{name="drcViolationCount",unit=""} 0
chip_impl_metric{name="multiInputGateArea",unit="um2"} 0
chip_impl_metric{name="power_frac_clock",unit=""} 0.331
chip_impl_metric{name="cts_num_sinks",unit=""} 16
chip_impl_metric{name="synth.yosys.chip_area",unit="um2"} 404
chip_impl_metric{name="core",unit="mm2"} 0.00342
chip_impl_info{name="cts.root.buffer_cell",value="sky130_fd_sc_hd__clkbuf_4"} 1
chip_impl_metric{name="post-route-util",unit=""} 0.225
chip_impl_metric{name="post_route_cells_drive_above_1_share",unit=""} 0.382
chip_impl_metric{name="worst_pin_slew",unit="ps"} 87.2
chip_impl_metric{name="worst-path-buf-inv",unit=""} 1
chip_impl_metric{name="power",unit="uW"} 1200
chip_impl_info{name="synth_top_cell_by_area",value="sky130_fd_sc_hd__dfrtp_1"} 1
chip_impl_info{name="cell_by_cell_listing_of_the_critical_path",value="buf_2"} 1
chip_impl_metric{name="timing.hold.ws",unit="ps"} 221
chip_impl_metric{name="yosysUniqueCellTypes",unit=""} 2
chip_impl_metric{name="synth_cells",unit=""} 17
chip_impl_metric{name="route.antenna.diode_count",unit=""} 0
chip_impl_metric{name="wire_per_inst",unit="um"} 12.2
chip_impl_metric{name="worst_ir_drop_vdd",unit="mV"} 0.680
chip_impl_info{name="critPathCaptureType",value="output port"} 1
chip_impl_info{name="timing.critical_path.max_delay_family",value="flip-flops"} 1
chip_impl_metric{name="fin_setup_tns",unit="ps"} 0
chip_impl_metric{name="worst-path-max-fanout",unit=""} 1
chip_impl_metric{name="finalCritPeriodShare",unit=""} 0.958
chip_impl_info{name="timing.critical_path.from_type",value="register"} 1
chip_impl_metric{name="synth.yosys.seq_area_share",unit=""} 0.991
chip_impl_info{name="grt_setup_unrepaired",value="true"} 1
chip_impl_metric{name="post_drt_via_cell_ratio",unit=""} 2.59
chip_impl_metric{name="max_freq",unit="GHz"} 1.04
chip_impl_metric{name="net-switching-power",unit="uW"} 211
chip_impl_info{name="tritoncts",value="built"} 1
chip_impl_metric{name="final_replace_weighted_congestion",unit=""} 0.610
chip_impl_metric{name="rows",unit=""} 21
chip_impl_metric{name="fin_cells",unit=""} 101
chip_impl_metric{name="io_pins",unit=""} 34
chip_impl_metric{name="cp_num_cells",unit=""} 1
layer usage:
metal  global-route usage  part of all wire  up-vias
met4              0.00352                 0        0
met2               0.0666              0.52       21
met5                    0                 0        -
met1               0.0319              0.31      115
met3               0.0341              0.17        0
li1                     -                 -      126
metrics by stage:
| step | setup slack [ps] | instance area (um2) |
|---|---|---|
| 6_report | 42.2 | 768 |
| 4_1_cts | 25.1 | 768 |
| 3_5_place_dp | 2.09 | 812 |
| 3_3_place_gp | 13.7 | 812 |
| 2_1_floorplan | 488 | 404 |
| 5_1_grt | -7.23 | 768 |
how the worst min path moves through the flow:
stage	endpoint	slack, ps	cells past startpoint
6_report	inst_out[6]	220	3
5_1_grt	inst_out[5]	220	3
4_1_cts	inst_out[5]	210	3
cells in the mapped netlist:
| cell | instances |
|---|---|
| sky130_fd_sc_hd__inv_1 | 1 |
| sky130_fd_sc_hd__dfrtp_1 | 16 |
what timing repair did:
action / 4_1_cts / 5_1_grt
hold buffers: 0 / 0
endpoints found under the hold margin: 0 / 0
gates resized: 49 / 0
endpoints found under the setup margin: 16 / 3
power groups by stage:
| stage | combinational (uW) | clock, uW | sequential, uW |
|---|---|---|---|
| CTS | 120 | 413 | 687 |
| global route | 128 | 437 | 690 |
| finish | 115 | 396 | 686 |
logic make-up (layout without fill, tap and decap cells):
family                 after synthesis  in the layout  synth area share
flip-flops                          16             16             0.991
buffers and inverters                1             39           0.00928
cell type report:
type | count | area (um2) | area share
sequential | 16 | 400 | 0.521
inverter | 1 | 3.75 | 0.00489
clock buffer | 4 | 36.3 | 0.0472
timing repair buffer | 34 | 270 | 0.352
tap | 46 | 57.6 | 0.0749
tightest hold or removal path, stage by stage:
cell and delay, ps:
sky130_fd_sc_hd__clkdlybuf4s50_1 390, sky130_fd_sc_hd__inv_1 90, sky130_fd_sc_hd__buf_12 150
No activity file was given, so power comes from the tool's default toggle rates.
