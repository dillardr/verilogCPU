==> /design/flow/run.sh <==
#!/bin/bash
# OpenROAD 26Q1-2900-gdf79404cd8, Yosys 0.63+post, stock flow scripts
make -C /OpenROAD-flow-scripts/flow DESIGN_CONFIG=/design/flow/config.mk WORK_HOME=/design/flow/orfs finish
==> /design/flow/config.mk <==
export PLATFORM = sky130hd
export DESIGN_NAME = alu
export DESIGN_NICKNAME = alu
export VERILOG_FILES = /design/flow/design.v
export SDC_FILE = /design/flow/constraint.sdc
export NUM_CORES = 4
export LEC_CHECK = 1
export CORE_UTILIZATION = 40
==> /design/flow/constraint.sdc <==
current_design alu

set clk_period 115.7
set clk_io_pct 0.2

create_clock -name clk0 -period $clk_period

set non_clock_inputs [all_inputs -no_clocks]
set_input_delay [expr $clk_period * $clk_io_pct] -clock clk0 $non_clock_inputs
set_output_delay [expr $clk_period * $clk_io_pct] -clock clk0 [all_outputs]
==> /design/flow/design.v <==
module alu(
        input [16-1:0] A, B,
        input [3:0] ALU_Sel,
        output [16-1:0] ALU_Out,
        output CarryOut
    );
    reg [16-1:0] ALU_Result;
    wire [16:0] tmp;
    assign ALU_Out = ALU_Result;
    assign tmp = {1'b0,A} + {1'b0,B};
    assign CarryOut = tmp[16];
    always @*
    begin
        case(ALU_Sel)
            4'b0000: ALU_Result = A + B;
            4'b0001: ALU_Result = A - B;
            4'b0010: ALU_Result = A * B;
            4'b0011: ALU_Result = A/B;
            4'b0100: ALU_Result = A<<1;
            4'b0101: ALU_Result = A>>1;
            4'b0110: ALU_Result = {A[6:0],A[7]};
            4'b0111: ALU_Result = {A[0],A[7:1]};
            4'b1000: ALU_Result = A & B;
            4'b1001: ALU_Result = A | B;
            4'b1010: ALU_Result = A ^ B;
            4'b1011: ALU_Result = ~(A | B);
            4'b1100: ALU_Result = ~(A & B);
            4'b1101: ALU_Result = ~(A ^ B);
            default: ALU_Result = A + B ; 
        endcase
    end
endmodule 
==> notes.md <==
Notes on the physical implementation.

- By instance count, the cell type seen most on the critical path is ha_1.
- The data arrival time of the critical path is roughly 54000 ps, for reference.
- The final hold violation count recorded for this run is 0.
- The total track usage is 0.290, for reference.
- The die outline height is 188 um, for reference.
- Summing all multiplexer cells gives an area fraction of 0.0388.
- The slew check shows that the tightest pin keeps a relative margin of 0.400.
- Dividing the detail-routed wire length by the instance count gives 21.2 um.
- The remaining antenna violation count after routing is 0, for reference.
- The cell-mix breakdown from Yosys lists the simple-gate area share as 0.193.
- Post-route period utilization is reported as 0.668.
- The run finished with clean final reports.
- The power share of the combinational group is 1.000, for reference.
- Of the cells placed in the final design, the portion with a size suffix greater than 1 is 0.0607.
- The path class of the tightest hold or removal check is in2out.
- Internal power comes to 70.8 uW.
- The script extracted a total leakage power of slightly below 7 nW.
- In this run the post-CTS setup repair buffer count came out at 0.
- The area taken by flip-flops and latches is 0 um^2, for reference.
- The xor/xnor cell area share of the yosys netlist is 0.0906, for reference.
- Across all layers, the routed design uses approximately 14000 vias.
- The HPWL after detailed placement is ~39 mm, for reference.
- For reference, the final report shows the max-slew violation count at 0.
- The area of the mapped netlist is 0.0138 mm^2, for reference.
- The first detailed-routing pass ran for 5 iterations.
- Per the GRT congestion report, total overflow comes to 0.
- STA shows the worst min-delay path finishing at ALU_Out[4].
- Per the detailed placement report, the placed cell area equals around 0.015 mm^2.
- The compound-gate portion of the synthesized area is 0.272, for reference.
- The flop count is 0, for reference.
- The count of cells in the finished layout, fillers not included, comes to 2375.
- The number of gates given a new drive strength after cts is 0, for reference.
- Setup repair after global routing left no endpoint under its margin.
- After layout, the minimum clock period comes to roughly 77000 ps.
- The total of warnings raised by yosys is 1, for reference.
- The number of unique standard cell types used by synthesis is 88, for reference.
- The timing report gives the biggest stage delay along the critical path as 830 ps.
- The number of antenna violations at the first check in global routing came to 0.
- The final setup violation count is 0, for reference.
- The number of rows created at floorplan is 67, for reference.
- The most common logic cells in the final layout are ha_1 (237), nand2_1 (188), inv_1 (177), nor2_1 (177), a21oi_1 (141).
- The synthesized instance count is ~1900.
- The number of warning messages in the logs is about 54, for reference.
- Per the timing report, the achievable frequency comes out to around 13 MHz.
- The worst setup path is of the in2out kind.
- The origin of the worst min-delay path is ALU_Sel[0], for reference.
- In this run the power density over the cells is around 11 mW/mm^2.
- The overall chip area is 0.0353 mm^2, for reference.
- The fraction of power consumed by the clock network is 0, for reference.
- The first global-routing pass estimated approximately 77 mm of wire.
- The switching share of power is 0.579, for reference.
- The weighted congestion at the end of routability-driven global placement is 1.03, for reference.
- The core area is around 0.034 mm^2, for reference.
- Among logic cells in the layout, the one with the most instances is ha_1.
- Across the VDD grid, the largest voltage drop is approximately 0.000014 V.
- Each instance of the synthesized netlist takes up on average just over 7 um^2.
- In this run the count of I/O pins placed on the die edge is approximately 53.
- The startpoint type of the worst setup path is an input port, for reference.
- The number of design rule violations left after detail routing is 0, for reference.
- The via count of the first global-routing pass came to between 10000 and 15000.
- The master of the slowest instance on the critical path is clkdlybuf4s50_1, for reference.
- For the final routed database, the setup TNS stands at 0 ps.
- The clock buffer count is 0, for reference.
- The synthesized chip area reported by yosys is approximately 0.014 mm^2, for reference.
- The detailed router reported a total wirelength of roughly 50 mm.
- The x dimension of the die is roughly 190 um, for reference.
- The maximum net fanout on the critical path is 23, for reference.
- The proportion of power drawn by flip-flops and latches is 0, for reference.
- The post-route cell area is between 0.01 and 0.015 mm^2, for reference.
- The number of vias per cell is between 5 and 6, for reference.
- Per the placement report, the placed cell count is 2375.
- The largest combinational cell category by area is adder cells, for reference.
- The worst setup path is captured at an output pin.
- Per the placement log, port buffering inserted around 53 buffers.
- The script extracted a net switching power of 97.4 uW.
- The required time at the worst-slack endpoint is between 90000 and 100000 ps, for reference.
- Per the detail_route report, inserted antenna diodes total 0.
- Per the run report, area growth between synthesis and finish was 8.22%.
- The slew at the pin closest to its max-slew limit is 894 ps, for reference.
- The number of buffers inserted for hold repair after clock tree synthesis is 0, for reference.
- The floorplan step records an initial core utilization of 0.409.
- The number of stages on the worst hold path is 6, for reference.
- In this run, the synthesized area fraction spent on adder and majority cells is recorded as 0.332.
- For this run, the register share of the synthesized area comes to 0.
- The cell total in the yosys stat output is ~1900, for reference.
- The tool flagged a number of max-cap violations equal to 0.
- Entering global routing, the biggest net connects around 65 pins.
- The initial DRC count is roughly 1100, for reference.
synth_stat cells (11+ instances only):
library cell / count / area share
ha_1: 237 / 0.21
nand2_1: 188 / 0.051
inv_1: 177 / 0.048
nor2_1: 177 / 0.048
a21oi_1: 141 / 0.051
o21ai_0: 94 / 0.034
xnor2_1: 94 / 0.060
fa_1: 81 / 0.12
clkbuf_1: 67 / 0.018
xor2_1: 49 / 0.031
a21o_1: 48 / 0.026
nor3_1: 48 / 0.017
o21a_1: 38 / 0.021
nand3_1: 35 / 0.013
mux2i_1: 30 / 0.022
a211oi_1: 25 / 0.014
o211ai_1: 22 / 0.012
a31oi_1: 21 / 0.0095
mux2_2: 21 / 0.017
a221oi_1: 18 / 0.011
nand2b_1: 18 / 0.0081
nor2b_1: 17 / 0.0077
a21boi_0: 15 / 0.0081
or3_1: 15 / 0.0068
or2_2: 14 / 0.0063
o31ai_1: 12 / 0.0065
o221ai_1: 11 / 0.0070
critical path, delay by kind of cell:
family	cells	cell delay (ps)
AOI/OAI and AO/OA	54	14270
and+or+nand+nor	35	8530
adders and majority gates	15	4540
muxes	5	1940
buffers and inverters	6	1710
power by group through the flow:
stage | clock network (mW) | logic, mW | registers, mW
final | 0 | 0.168 | 0
after CTS | 0 | 0.168 | 0
after global routing | 0 | 0.187 | 0
routing by layer:
layer  part of all wire  wire length [um]  GRT usage
met1               0.43             21900      0.406
met2               0.44             22200      0.454
met3              0.094              4740     0.0624
met4              0.033              1660     0.0851
met5                  0                 0          0
through the flow:
step           worst slack [ps]  power [mW]  hold WS, ps   util
2_1_floorplan             44030       0.120        46510      -
4_1_cts                   38840       0.168        47550  0.443
5_1_grt                   36030       0.187        47630  0.443
3_3_place_gp              39380       0.166        47560  0.443
3_5_place_dp              38920       0.167        47540  0.443
6_report                  38390       0.168        47540  0.443
cells by family after synthesis:
group	Yosys count
compound gates	554
xor+xnor	143
fa+ha+maj	318
buf+inv	267
mux	51
simple gates	572
cell type report:
| cell class | count | area, um^2 |
|---|---|---|
| multi-input cells | 1638 | 12800 |
| inverters | 184 | 691 |
| repair buffers | 105 | 911 |
| fillers | 3386 | 18800 |
| well taps | 448 | 561 |
worst max path at each step:
| stage | end | depth (start not counted) | startpoint |
|---|---|---|---|
| after CTS | ALU_Out[0] | 114 | B[4] |
| after global routing | ALU_Out[0] | 116 | B[4] |
| final | ALU_Out[0] | 115 | B[4] |
Power figures rest on the tool's default switching activity, not on a simulated workload.
