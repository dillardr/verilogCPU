<file path="design/flow/design.v">
module gpreg(
    input[4:0] rA, rB,
    input[7:0] data_in,
    input clk, reset, we,
    output reg [7:0] outA, outB
);
reg [7:0] regfile[0:31];
integer i;
always @(posedge clk or posedge reset)
    begin
        if(reset == 1)
            begin
                for(i = 0; i < 32; i= i+1)
                    begin
                        regfile[i] = 8'b0;
                    end    
                outA = 8'bx;
                outB = 8'bx;
            end
        else if(reset == 0)
            begin
                if(we == 1)
                    begin
                        regfile [rA] = data_in;
                    end
                else if(we == 0)
                    begin
                        outA = regfile[rA];
                        outB = regfile[rB];
                    end
                else;
            end
        else;
    end
endmodule
</file>
<file path="design/flow/run.sh">
#!/bin/bash
# OpenROAD 26Q1-2900-gdf79404cd8, Yosys 0.63+post, stock flow scripts
make -C /OpenROAD-flow-scripts/flow DESIGN_CONFIG=/design/flow/config.mk WORK_HOME=/design/flow/orfs finish
</file>
<file path="design/flow/config.mk">
export PLATFORM = sky130hd
export DESIGN_NAME = gpreg
export DESIGN_NICKNAME = gpreg
export VERILOG_FILES = /design/flow/design.v
export SDC_FILE = /design/flow/constraint.sdc
export NUM_CORES = 4
export LEC_CHECK = 1
export CORE_UTILIZATION = 40
</file>
<file path="design/flow/constraint.sdc">
current_design gpreg

set clk_period 1.9
set clk_io_pct 0.2

create_clock -name clk0 -period $clk_period [get_ports {clk}]

set non_clock_inputs [all_inputs -no_clocks]
set_input_delay [expr $clk_period * $clk_io_pct] -clock clk0 $non_clock_inputs
set_output_delay [expr $clk_period * $clk_io_pct] -clock clk0 [all_outputs]
</file>
==> results.json <==
{
  "path_class": "input pin to register",
  "mappedNetlistArea_um2": 15400,
  "route.final.wire_length_um": 93200,
  "signed_area_change_from_the_synthesized_netlist_to_the_final_layout_pct": 35.7,
  "post_synth_main_area_contributors": "sky130_fd_sc_hd__dfrtp_1 (44%), sky130_fd_sc_hd__mux2_2 (20%), sky130_fd_sc_hd__a22oi_1 (2.5%)",
  "drc_errors_left": 0,
  "chip_height_um": 198,
  "final_design_area_no_fill_um2": 20800,
  "overflow": 0,
  "antenna_found_initial": 4,
  "grt_first_pass_wirelength_um": 126000,
  "vias": 15200,
  "p_per_area_nw_per_um2": 850,
  "library_cell_contributing_the_largest_single_delay_on_the_critical_path": "sky130_fd_sc_hd__nor4_4",
  "final-hold-violation-count": 0,
  "worstPathCellList": "buf_4 -> buf_4 -> and3_1 -> buf_12 -> buf_4 -> nand3_1 -> o2111ai_1 -> a211o_1 -> nor4_4 -> a21oi_1",
  "die-area_um2": 39200,
  "netlist-cell-type-count": 79,
  "achievable-frequency_mhz": 516,
  "die_width_um": 198,
  "max_cap_violations": 0,
  "synthDominantCellAreaShare_pct": 44.3,
  "ctsHoldBuffers": 0,
  "synth-edff-count": 0,
  "gr-usage-met1_pct": 69.8,
  "buffer_and_inverter_tally_for_the_worst_setup_path": 4,
  "setup_viol": 4,
  "gp_routability_congestion": 1.13,
  "first_global_vias": 15100,
  "postRouteAntennaNets": 0,
  "post-route-util_pct": 55.2,
  "rows": 71,
  "cts.path.max_buffers": 3,
  "syn-mean-instance-area_um2": 11.1,
  "cts_buffers": 31,
  "clkSinkCount": 272,
  "finalWorstPathRequiredPeriod_ns": 1.94,
  "critical_path_peak_fanout": 13,
  "htreeDepth": 1,
  "busiest_layer": "met1",
  "status": "finished, violations left",
  "worstSetupEndpointType": "register",
  "async_reset_ff_share_pct": 100,
  "timing.max_slew.rel_slack_pct": 36.2,
  "grt_util_met3_pct": 27.7,
  "main_synth_ff_type": "sky130_fd_sc_hd__dfrtp_1",
  "rsz0062_at_grt": "yes",
  "layout_setup_ws_ns": -0.0385,
  "yosys_register_bits": 272,
  "worst_path_most_repeated_cell": "sky130_fd_sc_hd__buf_4",
  "synthesis.yosys.warnings": 2,
  "sequential_cell_area_um2": 6810,
  "peakVddDrop_mv": 0.816,
  "common_cells": "sky130_fd_sc_hd__dfrtp_1 (272), sky130_fd_sc_hd__mux2_2 (272), sky130_fd_sc_hd__nand2_1 (66)",
  "timing.critical_path.required_ns": 2.35,
  "largest_area_cell": "sky130_fd_sc_hd__dfrtp_1",
  "report.power.total_mw": 17.7,
  "crit_path_max_incr_delay_ns": 0.39,
  "start_kind": "input pin",
  "setup-tns-final_ns": -0.111,
  "seq_area_frac_synth_pct": 44.3,
  "maximum_number_of_pins_on_one_net_before_global_route_repair": 92,
  "synth_cells": 1388,
  "period_used_pct": 102,
  "drt_first_pass_iters": 8,
  "warning_count": 28,
  "io_pins": 37,
  "cts_tree": "yes",
  "drv_slew": 0,
  "critical_path.top_delay_family": "simple AND/OR/NAND/NOR gates",
  "dp_hpwl_um": 72100,
  "cp.arrival_ns": 2.39,
  "clock_insertion_delay_worst_skew_ns": 0.59,
  "logic_area_um2": 8160,
  "placeableCoreArea_um2": 37800,
  "synth.yosys.chip_area_um2": 15400,
  "instance_area_at_placement_um2": 19500,
  "worst-slew-pin-transition_ns": 0.954,
  "place.port_buffers": 36,
  "ys_cells": 1388,
  "first_iter_violations": 1576,
  "violations": "setup timing",
  "n_fill_cell": 3227,
  "share_of_the_core_filled_by_cells_before_placement_pct": 40.7,
  "clock_slew_at_reported_path_ffs_ns": 0.06,
  "share_of_final_layout_standard_cells_stronger_than_drive_strength_1_pct": 46.8,
  "leakagePower_nw": 9.52,
  "post_drt_via_cell_ratio": 6.62,
  "hp-class": "input pin to register",
  "wl_per_cell_um": 40.6,
  "fin_skew_ns": 0.0157,
  "met2_track_usage_gr_pct": 64.8,
  "grt_use_total_pct": 50.4,
  "clock_tree.root_cell": "sky130_fd_sc_hd__clkbuf_16"
}
[area by class of cell]
| type | count | area share, % |
|---|---|---|
| clock inverter | 15 | 1.32 |
| tap | 511 | 3.07 |
| inverter | 6 | 0.186 |
| clock buffer | 40 | 4.12 |
| sequential | 272 | 32.7 |
| timing repair buffer | 450 | 19.4 |
| antenna | 4 | 0.0480 |
| multi-input combinational | 1000 | 39.1 |
[path summary, 6_finish.rpt]
kind | start | end | slack [ns] | cells after the start
setup / recovery | rB[2] | outB[3] | -0.04 | 10
hold / removal | rA[4] | outA[1] | 0.38 | 4
setup reg to reg | regfile[9][3] | outB[3] | -0.03 | 6
hold reg to reg | regfile[20][2] | regfile[20][2] | 0.54 | 1
max in group asynchronous | reset | regfile[24][0] | 0.32 | 5
min in group asynchronous | reset | regfile[3][1] | 0.47 | 4
[worst reg2reg max path: stages, from the launching register on]
cell	delay (ns)
sky130_fd_sc_hd__dfrtp_2	0.41
sky130_fd_sc_hd__mux2_4	0.29
sky130_fd_sc_hd__a32oi_1	0.16
sky130_fd_sc_hd__o2111ai_1	0.13
sky130_fd_sc_hd__a211o_1	0.28
sky130_fd_sc_hd__nor4_4	0.40
sky130_fd_sc_hd__a21oi_1	0.14
[layout by cell type, fill, tap and decap left out, drive strengths merged, types with 27 or more instances in the layout]
cell type	synthesis	routed
buf	72	424
mux2	277	277
dfrtp	272	272
nand2	85	85
nand3	62	62
nor2	62	62
a22oi	52	52
a21oi	42	42
clkbuf	38	40
nand4	34	34
mux2i	30	30
o21ai	29	29
a32oi	27	27
o22ai	27	27
nor3	27	27
[registers in the layout, summed over array words and instances, names as in the netlist]
| signal | flops |
|---|---|
| outA | 8 |
| outB | 8 |
| regfile | 256 |
[kinds of logic after synthesis]
family                 after synthesis  share of synthesized area [%]
and+or+nand+nor                    383                           14.1
buffers and inverters              116                           4.22
muxes                              309                           22.6
DFF                                272                           44.3
AOI/OAI and AO/OA                  308                           14.8
[stage by stage]
stage	instances	hold WS [ns]	setup slack (ns)
finish	2298	0.385	-0.0385
global route	2294	0.429	-0.104
CTS	2294	0.376	-0.0621
detailed placement	2237	0.517	-1.15
global placement	2237	0.510	-1.20
floorplan	1388	0.465	-0.211
[power by group]
part           total [mW]  internal [mW]  switching (mW)
Sequential           7.62           6.55            1.07
Clock                6.76           4.14            2.62
Combinational        3.34           1.58            1.76
[layer usage]
metal	vias to the layer above	share of wire (%)
met5	-	0.049
met4	6	6.1
met3	294	15
met2	1121	38
met1	7682	40
li1	6117	-
[repair_timing]
action / in CTS / in global routing
pin swaps: 2 / 5
gates resized: 21 / 15
endpoints found under the setup margin: 11 / 7
buffers inserted: 2 / 0
